$ cat ./config.mk
export PLATFORM = sky130hd
export DESIGN_NAME = ALU_32bit
export DESIGN_NICKNAME = ALU_32bit
export VERILOG_FILES = /design/flow/design.v
export SDC_FILE = /design/flow/constraint.sdc
export NUM_CORES = 4
export LEC_CHECK = 1
export CORE_UTILIZATION = 50
$ cat ./design.v
module ALU_32bit (
  input wire [31:0] A,
  input wire [31:0] B,
  input wire [3:0] opcode,   
  output reg [31:0] result,
  output reg zero_flag,       
  output reg overflow_flag,   
  output reg carry_out        
);
  reg [31:0] temp_result;
  reg [32:0] extended_A;
  always @* begin
    extended_A = {1'b0, A};
    case (opcode)
      4'b0000: result = A + B;            
      4'b0001: result = A - B;            
      4'b0010: result = A & B;            
      4'b0011: result = A | B;            
      4'b0100: result = A ^ B;            
      4'b0101: result = A << B[4:0];      
      default: result = 32'hxxxx_xxxx;    
    endcase
    zero_flag = (result == 0);
    overflow_flag = (opcode[3] == 1) ? (result[31] != A[31]) : 1'b0;
    carry_out = (result < A);
  end
endmodule
$ cat ./run.sh
#!/bin/bash
# OpenROAD 26Q1-2900-gdf79404cd8, Yosys 0.63+post, stock flow scripts
make -C /OpenROAD-flow-scripts/flow DESIGN_CONFIG=/design/flow/config.mk WORK_HOME=/design/flow/orfs finish
$ cat ./constraint.sdc
current_design ALU_32bit

set clk_period 20.8
set clk_io_pct 0.2

create_clock -name clk0 -period $clk_period

set non_clock_inputs [all_inputs -no_clocks]
set_input_delay [expr $clk_period * $clk_io_pct] -clock clk0 $non_clock_inputs
set_output_delay [expr $clk_period * $clk_io_pct] -clock clk0 [all_outputs]
==> results.json <==
{
  "cts.repair.resized": 0,
  "nFillCells": 1264,
  "die_h_um": 119,
  "endpoint_kind": "output pin",
  "worst_hold_slack_ns": 9.60,
  "hold_path_startpoint": "A[31]",
  "hold_viol": 0,
  "row_count": 42,
  "io_buffers": 103,
  "ys_types": 81,
  "worstPathRequired_ns": 16.64,
  "avgSynthCellArea_sq_um": 7.14,
  "ir_drop_mv": 0.0219,
  "ant_nets": 0,
  "max_freq_mhz": 63.3,
  "tool_warnings": 67,
  "antenna_found_initial": 1,
  "fin_area_sq_um": 8070,
  "path_common_cell": "o21ai_0",
  "top_level_ports": 103,
  "ys_seq_share": 0,
  "yosysWarnings": 1,
  "timing_worst_setup_path_type": "in2out",
  "grtUsageTotal": 0.405,
  "hold_class": "in2out",
  "top_area_cell": "ha_1",
  "synthesis.area_sq_um": 6870,
  "num_vias": 8011,
  "area_delta_synth_final_pct": 17.4,
  "setup_viol_count_final": 0,
  "slew_headroom": 0.308,
  "grt_pass1_wl_mm": 42.8,
  "top_cell_area_share": 0.233,
  "drt_iter0_markers": 942,
  "start_kind": "primary input",
  "cpMaxStageDelayCell": "a2111oi_0",
  "slowest_delay_ns": 0.94,
  "die_w_um": 119,
  "yosys-stat-cells": 962,
  "cts_hold_buf": 0,
  "antenna_cells": 0,
  "flop-count": 0,
  "drcViolationCount": 0,
  "grt_max_degree": 45,
  "worstMarginPinSlew_ns": 1.03,
  "p_per_area_nw_per_um2": 34.2,
  "n_clock_buffer": 0,
  "gr-total-overflow": 0,
  "gp_congestion": 1.01,
  "drv_slew": 0,
  "rsz0062_at_grt": "false",
  "drive_gt1_frac": 0.0640,
  "chip_area_sq_um": 14200,
  "fp_util": 0.515,
  "status": "finished, final reports clean",
  "ys_chip_area_sq_um": 6870,
  "synthTopCellsByArea": "ha_1, a21oi_1, mux4_2",
  "setup_tns_ns": 0,
  "mi_logic_area_sq_um": 6420,
  "ff_latch_area_sq_um": 0,
  "most_common_cell": "ha_1",
  "first_pass_iters": 5,
  "viasPerCell": 6.63,
  "startpoint": "opcode[1]",
  "min_period_over_period": 0.760,
  "crit_fanout": 18,
  "place_hpwl_mm": 22.9,
  "power.leakage_uw": 0.00353,
  "top_cells_by_count": "ha_1, a21oi_1, nand2_1",
  "placed_area_sq_um": 8070,
  "grt_pass1_vias": 7279,
  "core-area_sq_um": 13300,
  "worstPathArrival_ns": 11.64,
  "max_cap_violations": 0,
  "dp.cells": 1208,
  "post-route-util": 0.604,
  "postSynthCellCount": 962,
  "fin_crit_ns": 15.80,
  "routed_wirelength_mm": 28.6,
  "whs_path_depth": 5,
  "postCtsSetupBuffers": 0,
  "fin_cells": 1208,
  "wl_per_cell_um": 23.7
}
==> critical path, delay by kind of cell <==
family	cells	cell delay (ns)
compound gates	11	3.43
simple gates	8	1.64
buf+inv	4	1.46
fa+ha+maj	2	0.61
mux	1	0.32
==> placed cells by master (no fill, tap or decap), drive strengths merged, types with 18 or more instances in the layout <==
cell / instances
buf: 19
a21oi: 97
ha: 128
nand3: 18
nand2: 92
inv: 72
mux4: 20
nor2: 59
xnor2: 40
o21ai: 69
clkdlybuf4s50: 102
nor3: 18
mux2i: 28
==> routing by layer <==
metal / vias up / track usage / wire length (um)
li1: 3769 / - / -
met1: 3690 / 0.599 / 12400
met2: 488 / 0.590 / 12000
met3: 64 / 0.0866 / 3280
met4: 0 / 0.116 / 852
met5: - / 0 / 0
==> cells by family (layout without fill, tap and decap cells) <==
kind of cell,Yosys count,in the layout,synth area share
AOI/OAI and AO/OA,320,320,0.308
and+or+nand+nor,289,289,0.210
adders and majority gates,129,129,0.236
buffers and inverters,123,193,0.0683
muxes,55,55,0.119
xor gates and xnor gates,46,46,0.0586
==> metrics by stage <==
stage | total power [uW] | setup WS [ns]
after floorplan | 158 | 6.18
after global placement | 269 | 5.23
after detailed placement | 267 | 5.15
after CTS | 269 | 5.11
after global routing | 299 | 4.67
final | 276 | 5.00
==> power breakdown <==
part           total [uW]  switching (uW)  internal (uW)
sequential              0               0              0
clock                   0               0              0
combinational         276             153            123
==> area by class of cell <==
cell class	instances	share of cell area
well taps	176	0.0273
multi-input cells	839	0.795
inverters	72	0.0335
repair buffers	121	0.144
==> final timing paths <==
path	to	slack [ns]
setup / recovery	carry_out	5.00
hold / removal	overflow_flag	9.60
Power and IR drop assume default switching activity.
