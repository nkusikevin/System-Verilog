==> design/flow/design.v <==
module ProgramCounter (
  input wire [31:0] input_address,
  input wire clk,
  input wire reset,
  output reg [31:0] current_address
);
  always @(posedge clk or posedge reset) begin
    if (reset)
      current_address <= 32'h00000000;
    else
      current_address <= input_address;
  end
endmodule
==> design/flow/run.sh <==
#!/bin/bash
# OpenROAD 26Q1-2900-gdf79404cd8, Yosys 0.63+post, stock flow scripts
make -C /OpenROAD-flow-scripts/flow DESIGN_CONFIG=/design/flow/config.mk WORK_HOME=/design/flow/orfs finish
==> design/flow/config.mk <==
export PLATFORM = sky130hd
export DESIGN_NAME = ProgramCounter
export DESIGN_NICKNAME = ProgramCounter
export VERILOG_FILES = /design/flow/design.v
export SDC_FILE = /design/flow/constraint.sdc
export NUM_CORES = 4
export LEC_CHECK = 1
export CORE_AREA = 10 10 106 106
export DIE_AREA = 0 0 116 116
==> design/flow/constraint.sdc <==
current_design ProgramCounter

set clk_period 1.0
set clk_io_pct 0.2

create_clock -name clk0 -period $clk_period [get_ports {clk}]

set non_clock_inputs [all_inputs -no_clocks]
set_input_delay [expr $clk_period * $clk_io_pct] -clock clk0 $non_clock_inputs
set_output_delay [expr $clk_period * $clk_io_pct] -clock clk0 [all_outputs]
==> results.cfg <==
; synthesis and place-and-route metrics
[yosys]
netlist_area_um2 = 805
avgSynthCellArea_um2 = 24.4
ys_types = 2
ys_chip_area_um2 = 805
syn_inst = 33
yosys_cells = 33
yosysWarnings = 1
synth_flop_count = 32
ys_seq_frac = 0.995
aoi_share = 0
synth-simple-area-share = 0
mux_share = 0
topCombFamilyByArea = buffers and inverters
xor_share = 0
ys_sh_adder = 0

[layout]
area_delta_synth_final_pct = 91.4
top_register = current_address
logic_area_um2 = 0
largest_reg_flops = 32
drive_gt1_frac = 0.364
comb_cells = 0
lay_top_count = clkdlybuf4s50_1
layout_top_cells = 33 x clkdlybuf4s50_1, 32 x dfrtp_1, 32 x buf_2, 6 x clkbuf_8, 2 x clkbuf_1
top_regs = current_address: 32 flops
final_core_util = 0.174

[final_timing]
fin_crit_sh = 0.964
tns_ns = 0
maxSlewViolCount = 0
tightestPinTransition_ns = 0.176
max-slew-margin-rel = 0.883
rsz0062_at_grt = false
setup_viol = 0
max_freq_mhz = 1040
finalHoldViolCount = 0
period_minus_slack_ns = 0.964
layout_setup_ws_ns = 0.0360

[flow_run]
maxCapViolCount = 0
log.warning_count = 25

[setup_path]
cp_num_cells = 1
slowest_delay_ns = 0.37
cp-start-kind = register
worst_path_max_delay_cell = dfrtp_1
worstSetupPathType = reg -> out
cp_top_family = flip-flops
end_kind = primary output
crit_path_cell_trace = buf_2
cp_max_fo = 1
crit_buf_inv = 1
cp.required_ns = 0.80
crit_arrival_ns = 0.76

[detailed_routing]
num_vias = 560
vias_per_cell = 2.60
route.detailed.drc = 0
final_antenna_net_count = 0
drt_iter0_drc = 9
antennaDiodeCount = 0
routed_wl_um = 2730
dr.pass1.iters = 2
wire_per_inst_um = 12.7

[pwr]
ir_drop_mv = 0.527
power.leakage_nw = 0.688
p_sw_mw = 0.506
power_frac_seq = 0.531
combPwrFrac = 0.086
clockPowerShare = 0.383
power.density_mw_per_mm2 = 1680
p_int_mw = 2.08
sw_frac_of_total = 0.196

[floorplan]
dieWidth_um = 116
ios = 66
fp.dieH_um = 116
num_rows = 34
fp_util = 0.0909
coreArea_mm2 = 0.00885
die_area_mm2 = 0.0135

[grt]
grt_max_degree = 33
grt_pass1_vias = 653
grtUsageTotal = 0.0384
antenna_found_initial = 0
grt_overflow = 0
grtUsageMet3 = 0.0340
busiest_layer = met2
use_met2 = 0.0527
met1_usage = 0.0460
grt_pass1_wl_um = 3930

[clock_tree]
clock-sinks = 32
cts.clk_slew.worst_paths_ns = 0.06
cts_buffers = 5
clock_path_buffers = 2
postCtsSetupBuffers = 0
cts_tree = done
clock-root-buffer = clkbuf_8
htreeDepth = 2

[placement]
pre_cts_ws_ns = -0.0221
io_buffers = 65
gp_congestion = 0.651

[run_status]
status = complete, no violations

[worst_hold_path]
hp-class = in -> async
worst max path at each step:
stage / from / to
after CTS: current_address[6]$_DFF_PP0_ / current_address[6]
final: current_address[6]$_DFF_PP0_ / current_address[6]
after global routing: current_address[6]$_DFF_PP0_ / current_address[6]
layer usage:
metal,vias up,part of all wire
li1,243,-
met1,265,0.42
met2,52,0.39
met3,0,0.19
met4,0,0
met5,-,0
what timing repair did:
item                                    CTS  global route
endpoints found under the hold margin     0             0
endpoints found under the setup margin   32             0
resized                                 105             0
hold buffers                              0             0
cell families (layout without fill, tap and decap cells):
| kind of cell | count (synthesis) | in the layout |
|---|---|---|
| DFF | 32 | 32 |
| buffers and inverters | 1 | 75 |
cell usage after synthesis:
library cell,n,share of area
dfrtp_1,32,1.0
inv_1,1,0.0047
power by group through the flow:
stage,clock network (mW),registers (mW),logic (mW)
after CTS,1.04,1.37,0.232
after global routing,1.10,1.38,0.248
final,0.992,1.37,0.223
stage by stage:
step,cells,power (mW),instance area (um2),hold slack (ns)
finish,215,2.59,1540,0.269
global route,215,2.73,1540,0.293
CTS,215,2.65,1540,0.267
detailed placement,207,1.70,1610,0.561
global placement,207,1.69,1610,0.561
floorplan,33,1.40,805,0.231
area by class of cell:
type | count | area [um2]
clock buffers | 8 | 90.1
fillers | 986 | 7310
inverters | 1 | 3.75
flip-flops and latches | 32 | 801
well taps | 108 | 135
repair buffers | 66 | 510
Power figures rest on the tool's default switching activity, not on a simulated workload.
